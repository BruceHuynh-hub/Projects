==> flow/design.v <==
module ece5722hw3 (input write_IO, read_IO, get_data, clk, rst, input [15:0] data_in, input [15:0] data_in_DCD, output interrupt, output [15:0] data_read_out);
wire startWire;
wire acknowledgeWire;
wire [7:0] dataAddOutWire;
wire [7:0] outputToBufferWire;
wire write_BufferW;
	DCD DCDstart(.address(data_in_DCD), .write_IO(write_IO), .clk(clk), .rst(rst), .start_or_acknowledge_out(startWire));
	DCD DCDacknowledge(.address(data_in_DCD), .write_IO(write_IO), .clk(clk), .rst(rst), .start_or_acknowledge_out(acknowledgeWire));
	IO_interface myIOI(.get_data(get_data), .start(startWire), .acknowledged(acknowledgeWire), .clk(clk), .rst(rst), .data_read(data_in_DCD), .dataAddOut(dataAddOutWire), 
	.write_Buffer(write_BufferW), .interrupt(interrupt));
	addressDecoder myaddressDecoder(.get_data(get_data), .address(data_in), .read_IO(read_IO), .clk(clk), .outputToBuffer(outputToBufferWire));
assign data_read_out[15:0] = { dataAddOutWire[7:0],  outputToBufferWire[7:0]};
endmodule
module DCD (input [15:0] address, input write_IO, clk, rst, output start_or_acknowledge_out);
	reg start_or_acknowledge_out_state;
always @ (posedge clk) begin
			if ((address == 16'h5000 | address == 16'h5001) & write_IO)
				start_or_acknowledge_out_state <= 1;
			else
				start_or_acknowledge_out_state <= 0;
end
assign start_or_acknowledge_out = start_or_acknowledge_out_state;
endmodule
module IO_interface (input start, get_data, acknowledged, clk, rst, input [15:0] data_read, output interrupt, write_Buffer, output [7:0] dataAddOut);
	reg [7:0] counter = 0;
	reg [7:0] dataH;
	reg [7:0] dataL;
	reg sendToInterrupt;
	reg write_Buffer_On;
always @ (posedge clk or posedge rst) begin
	if (rst) begin
		counter <= 0;
		dataH <= 8'b00000000;
		write_Buffer_On <= 0;
		sendToInterrupt <= 0;
	end
	else if (acknowledged == 1 & start != 1)
		counter <= 0;
	else if (start) begin
			counter <= counter + 1'b1;
			if (counter != 8'b11111111) begin
				dataH <= data_read[15:8];
				write_Buffer_On <= 1;
			end
			else if (counter == 8'b11111111) begin
				write_Buffer_On <= 0;
				sendToInterrupt <= 1;
				counter <= 8'b11111111;
			end
		end
	end
assign interrupt = sendToInterrupt;
assign dataAddOut = dataH;
assign write_Buffer = write_Buffer_On;
endmodule
module addressDecoder (input read_IO, get_data, clk, input [15:0] address, output [7:0] outputToBuffer);
reg outState;
always @ (posedge clk) begin
	if ((address >= 16'h5500 & address <= 16'h55FF) & read_IO & get_data)
		outState <= 1;
	else
		outState <= 0;
end
assign outputToBuffer = (outState) ? address[7:0] : 8'h00;
endmodule
module ece5722hw3_tb ();
reg write_IO, read_IO, get_data, clk, rst;
reg [15:0] data_in;
reg [15:0] data_in_DCD;
wire [15:0] data_read_out;
wire interrupt;
ece5722hw3 UUT (.write_IO(write_IO), .read_IO(read_IO), .get_data(get_data), .clk(clk), .rst (rst), .data_in(data_in), .data_in_DCD(data_in_DCD),
.data_read_out(data_read_out), .interrupt(interrupt));
initial begin
data_in <= 16'h5505;
data_in_DCD <= 16'h5001;
get_data <= 0;
write_IO <= 1;
read_IO <= 1;
rst <= 1;
#5 rst <= 0;
clk <= 0;
end
always #30 data_in <= data_in + 1;
always #20 clk = ~clk;
always #25 get_data = ~get_data;
endmodule
==> flow/run.sh <==
#!/bin/bash
# OpenROAD 26Q1-2900-gdf79404cd8, Yosys 0.63+post, stock flow scripts
make -C /OpenROAD-flow-scripts/flow DESIGN_CONFIG=/design/flow/config.mk WORK_HOME=/design/flow/orfs finish
==> flow/config.mk <==
export PLATFORM = sky130hd
export DESIGN_NAME = ece5722hw3
export DESIGN_NICKNAME = ece5722hw3
export VERILOG_FILES = /design/flow/design.v
export SDC_FILE = /design/flow/constraint.sdc
export NUM_CORES = 4
export LEC_CHECK = 1
export CORE_AREA = 10 10 84 84
export DIE_AREA = 0 0 94 94
==> flow/constraint.sdc <==
current_design ece5722hw3

set clk_period 2.8
set clk_io_pct 0.2

create_clock -name clk0 -period $clk_period [get_ports {clk}]

set non_clock_inputs [all_inputs -no_clocks]
set_input_delay [expr $clk_period * $clk_io_pct] -clock clk0 $non_clock_inputs
set_output_delay [expr $clk_period * $clk_io_pct] -clock clk0 [all_outputs]
==> results.sh <==
# physical design summary
export IMPL_p_sw_share_pct=19.51
export IMPL_viasPerCell=4.025
export IMPL_rows=26
export IMPL_coreArea_um2=5205
export IMPL_syn_area_um2=909.6
export IMPL_flop_area_um2=465.4
export IMPL_p_clk_share_pct=34.7
export IMPL_final_area_um2=1555
export IMPL_required_ns=2.24
export IMPL_remaining_drc_errors=0
export IMPL_grt_max_degree=18
export IMPL_grt_first_pass_wirelength_mm=4.222
export IMPL_yosysWarnings=3
export IMPL_clk_latency_ns=0.25
export IMPL_cap_viol_max_count=0
export IMPL_cp_slowest_cell="clkdlybuf4s50_1"
export IMPL_cts_buffers=3
export IMPL_min_from="myIOI.sendToInterrupt$_DFFE_PP0P_"
export IMPL_path_buffers=2
export IMPL_dieHeight_um=94
export IMPL_tns_ns=0
export IMPL_track_usage_pct=5.696
export IMPL_placed_cells=200
export IMPL_finalCriticalPeriod_ns=2.157
export IMPL_synth_area_mux_share_pct=13.48
export IMPL_hold_viol_final=0
export IMPL_relSlewSlack_pct=56.42
export IMPL_yosys_cell_types_count=27
export IMPL_logic_family="simple AND/OR/NAND/NOR gates"
export IMPL_post_dp_cell_area_um2=1510
export IMPL_hold_path_end="myIOI.sendToInterrupt$_DFFE_PP0P_"
export IMPL_p_leak_nw=0.6163
export IMPL_p_sw_mw=0.1064
export IMPL_r2r_start="myIOI.counter[0]$_DFFE_PP0P_"
export IMPL_tightest_slew_ns=0.6529
export IMPL_fin_skew_ns=0.002320
export IMPL_synth_cells=79
export IMPL_reg2regPathDepth=4
export IMPL_holdCritPathClass="flop to flop"
export IMPL_ys_sh_simple_pct=25.45
export IMPL_holdPathStages=1
export IMPL_crit_top_cell="clkdlybuf4s50_1"
export IMPL_dp_slack_ns=0.6382
export IMPL_compound_area_share_pct=6.465
export IMPL_comb_power_share_pct=13.4
export IMPL_grt_overflow=0
export IMPL_dp_hpwl_mm=2.112
export IMPL_critPathMaxStageDelay_ns=0.47
export IMPL_crit_fanout=1
export IMPL_cts_setup_buffers=0
export IMPL_p_seq_share_pct=51.8
export IMPL_fmax_mhz=463.7
export IMPL_rsz0062_at_grt="no"
export IMPL_openroad_warnings=26
export IMPL_cts_hold_fix_buffers=0
export IMPL_avgSynthCellArea_um2=11.51
export IMPL_antenna_found_initial=0
export IMPL_ir_worst_vdd_v=0.0001654
export IMPL_cts_tree="done"
export IMPL_cp_top_family="buffers and inverters"
export IMPL_logic_area_um2=425.4
export IMPL_cp_arrival_ns=1.60
export IMPL_setup_ws_ns=0.6433
export IMPL_postLayoutCoreUtil_pct=29.88
export IMPL_most_common_layout_cells="52 x clkdlybuf4s50_1, 17 x dfrtp_1, 10 x mux2_2, 8 x and2_1, 7 x nand3_1"
export IMPL_clk_pin_slew_ns=0.07
export IMPL_timing_reg2reg_setup_slack_ns=1.22
export IMPL_yosys_area_um2=909.6
export IMPL_p_total_mw=0.5455
export IMPL_drt_wl_total_mm=2.492
export IMPL_first_global_vias=930
export IMPL_gp_congestion=0.7412
export IMPL_crit_chain="clkdlybuf4s50_1 -> and2_1 -> clkdlybuf4s50_1"
export IMPL_status="finished clean"
export IMPL_antennaDiodeCount=0
export IMPL_lay_top_count="clkdlybuf4s50_1"
export IMPL_p_int_mw=0.4391
export IMPL_ys_seq_share_pct=51.17
export IMPL_clock_root_buffer="clkbuf_8"
export IMPL_ys_sh_adder_pct=1.376
export IMPL_avgRoutedWirePerCell_um=12.22
export IMPL_num_vias=821
export IMPL_cts_sinks=19
export IMPL_whs_ns=0.4714
export IMPL_port_buffers=52
export IMPL_start_kind="primary input"
export IMPL_die_w_um=94
export IMPL_slew_viol_final=0
export IMPL_endpoint_kind="primary output"
export IMPL_min_period_over_period_pct=77.03
export IMPL_area_growth_pct=70.98
export IMPL_dieArea_um2=8836
export IMPL_firstDrtPassIters=4
export IMPL_drive_gt1_share_pct=11.94
export IMPL_setup_viol_count_final=0
export IMPL_fp_util_pct=17.48
export IMPL_fillers=570
export IMPL_synth_stat_cells=79
export IMPL_first_iter_violations=41
export IMPL_postRouteAntennaNets=0
export IMPL_io_pins=54
export IMPL_synthXorXnorAreaFrac_pct=0
export IMPL_ys_flops=19
export IMPL_h_tree_depth=1
export IMPL_finalNonFillerCells=204
export IMPL_cts_repair_resized=0
export IMPL_crit_type="primary input to primary output"
export IMPL_p_per_area_nw_per_um2=350.8
export IMPL_r2r_end="myIOI.dataH[4]$_DFFE_PP0P_"
export IMPL_clock_tree_buffer_depth=2
-- per-layer routing --
layer / wire length [um] / track usage [%]
met1: 1096 / 7.178
met2: 1253 / 9.965
met3: 101 / 0.9693
met4: 40 / 1.139
met5: 0 / 0
-- Yosys cell counts --
cell type,number,area share [%]
or2_2,1,0.69
or3_1,1,0.69
a41oi_1,1,0.96
o21a_1,1,0.83
nor2_1,3,1.2
nor4_1,1,0.69
a21oi_1,2,1.1
inv_1,3,1.2
nand2_1,2,0.83
a31oi_1,1,0.69
nand4_2,1,1.4
dfrtp_1,17,47
o21ai_4,1,1.8
and4_1,3,2.9
ha_1,1,1.4
mux2i_1,1,1.1
nand2b_1,2,1.4
nor3_1,1,0.55
o21ai_0,2,1.1
and2_1,8,5.5
nand3_1,7,3.9
buf_4,1,0.83
nor4bb_1,2,2.2
nor4b_1,3,2.9
dfxtp_1,2,4.4
and3_1,1,0.69
mux2_2,10,12
-- cell type report --
class | count | area share (%)
multi-input combinational | 56 | 27.35
timing repair buffer | 52 | 33.47
clock buffer | 4 | 2.896
tap | 70 | 5.632
inverter | 3 | 0.7241
sequential | 19 | 29.93
-- worst max path at each step --
stage / start / endpoint / slack, ns / cells after the start
4_1_cts: data_in[1] / data_read_out[1] / 0.64 / 3
5_1_grt: data_in[7] / data_read_out[7] / 0.59 / 3
6_report: data_in[0] / data_read_out[0] / 0.64 / 3
-- state kept, by name, summed over array words and instances (netlist names) --
signal / count
myaddressDecoder.outState: 1
DCDacknowledge.start_or_acknowledge_out_state: 1
myIOI.sendToInterrupt: 1
myIOI.dataH: 8
myIOI.counter: 8
-- power groups by stage --
stage     combinational, mW  clock [mW]  sequential (mW)
4_1_cts              0.0753       0.193            0.283
5_1_grt              0.0804       0.207            0.283
6_report             0.0733       0.190            0.283
-- cell families (layout without fill, tap and decap cells) --
logic type / Yosys count / in the layout
mux: 11 / 11
buf+inv: 4 / 59
simple gates: 36 / 36
compound gates: 8 / 8
flops: 19 / 19
fa+ha+maj: 1 / 1
-- worst register-to-register path: cells and delay by family (launching register included) --
| kind | cells | cell delay (ns) |
|---|---|---|
| AND-OR/OR-AND | 1 | 0.32 |
| adder cells (fa/ha/maj) | 1 | 0.22 |
| flip-flops | 1 | 0.41 |
| multiplexers | 1 | 0.38 |
| AND/OR/NAND/NOR | 1 | 0.14 |
Power figures rest on the tool's default switching activity, not on a simulated workload.
