[./run.sh]
#!/bin/bash
# OpenROAD 26Q1-2900-gdf79404cd8, Yosys 0.63+post, stock flow scripts
make -C /OpenROAD-flow-scripts/flow DESIGN_CONFIG=/design/flow/config.mk WORK_HOME=/design/flow/orfs finish
[./config.mk]
export PLATFORM = sky130hd
export DESIGN_NAME = serial_com
export DESIGN_NICKNAME = serial_com
export VERILOG_FILES = /design/flow/design.v
export SDC_FILE = /design/flow/constraint.sdc
export NUM_CORES = 4
export LEC_CHECK = 1
export CORE_AREA = 10 10 79 79
export DIE_AREA = 0 0 89 89
[./constraint.sdc]
current_design serial_com

set clk_period 1.9
set clk_io_pct 0.2

create_clock -name clk0 -period $clk_period [get_ports {clk}]

set non_clock_inputs [all_inputs -no_clocks]
set_input_delay [expr $clk_period * $clk_io_pct] -clock clk0 $non_clock_inputs
set_output_delay [expr $clk_period * $clk_io_pct] -clock clk0 [all_outputs]
[./design.v]
module serial_com(input serial_in, clk, rst, output valid, port0, port1, port2, port3);
    reg [8:0] seq;
    reg [1:0] start, portSel;
    reg [2:0] currTime = 3'b000;
	 parameter sendData = 1'b1, checkSpacer = 1'b0;
	 reg [1:0] present_state = checkSpacer;
	 reg [1:0] isValid;
    always @ (posedge clk or posedge rst) begin
        seq <= seq >> 1;
        seq[8] <= serial_in;
        if (rst == 1'b1)
            seq <= 9'b100000000;
        else
				if (seq[8] == 1 & currTime == 3'b110 & start == 1)
                        start <= 0;
                else
                    if (seq[8] == 1 & seq[7] == 0)
								start <= 1;
    end
    always @ (posedge clk) begin
            if (rst == 1)
                    currTime <= 3'b000;
                else
                    if (currTime == 3'b110) begin
                        currTime <= 3'b000;
                    end
                        else
                            currTime <= currTime + 1'b1;
				if (currTime == 3'b110 & start != 0) begin
					if (seq[6] == 0 & seq[7] == 0)
						portSel <= 2'b00;
					else
					if (seq[6] == 0 & seq[7] == 1)
						portSel <= 2'b01;
					else
					if (seq[6] == 1 & seq[7] == 0)
						portSel <= 2'b10;
					else
					if (seq[6] == 1 & seq[7] == 1)
						portSel <= 2'b11;
				end
    end
	always @ (posedge clk) begin
		case (present_state)
			sendData: if (currTime == 3'b101) present_state <= checkSpacer;
							else present_state <= sendData;
			checkSpacer: if (seq[8] == 0 & currTime == 3'b110 & start == 1) present_state <= sendData;
								else present_state <= checkSpacer;
		endcase
	end
            assign port0 = (present_state == sendData & portSel == 2'b00) ? serial_in:1;
            assign port1 = (present_state == sendData & portSel == 2'b01) ? serial_in:1;
            assign port2 = (present_state == sendData & portSel == 2'b10) ? serial_in:1;
            assign port3 = (present_state == sendData & portSel == 2'b11) ? serial_in:1;
            assign valid = (portSel == 2'b00 ^ portSel == 2'b01 ^ portSel == 2'b10 ^ portSel == 2'b11) ? 1:0;
endmodule
module serial_com_test;
	reg serial_in, clk, rst;
	wire valid, port0, port1, port2, port3;
	serial_com uut (serial_in, clk, rst, valid, port0, port1, port2, port3);
	initial begin
	clk = 1'b0; rst = 1'b1; serial_in = 1'b1;
	end
	initial #5 rst = 1'b0;
	always #30 clk = ~clk;
	always #21 serial_in = ~serial_in;
endmodule
==> qor.yml <==
filler_cell_count: 517
crit_path_cell_trace: "xor2_1, xnor2_1, clkdlybuf4s50_1"
syn-cell-area_sq_um: 567
cts_made_buffers: 3
syn_inst: 59
worstPathRequired_ns: 1.52
routed_wl_um: 1020
timing.final.setup_violations: 0
post_synth_main_area_contributors: "dfxtp_1 (28%), ha_1 (15%), dfrtp_1 (8.8%)"
fin_ws_ns: 0.120
vdd.ir_drop.worst_mv: 0.207
timing.final.max_slew_violations: 0
chip_area_sq_mm: 0.00792
clkSinkCount: 12
grt_overflow: 0
timing.max_cap.violations: 0
clock-root-buffer: "clkbuf_8"
worst-path-max-fanout: 4
timing.max_slew.rel_slack: 0.847
synth_top_cell_by_count: "nand2_1"
core_footprint_sq_mm: 0.00466
initial_utilization: 0.122
postSynth.asyncResetShare: 0.250
grt_antenna_before_repair: 0
enable_flop_cells: 1
cp_data_arrival_time_ns: 1.40
log.warning_count: 30
ys_seq_elements: 12
cts_resized: 2
grt.total_usage: 0.0247
worst_path_top_cell_family_by_delay: "buffers and inverters"
synth.top_cell.area_share: 0.283
grt_first_pass_wirelength_um: 1600
rsz_0062_raised_after_global_routing: "no"
hold_class: "reg -> reg"
number_of_rows_created_at_floorplan: 25
yosys_instances: 59
flop_cell: "dfxtp_1"
clock_tree.buffer_depth: 2
dr.first_iter.drc_count: 23
die_h_um: 89
start_kind: "register"
clk_pin_slew_worst_paths_ns: 0.05
via_count_of_the_first_global_routing_pass: 351
final-seq-area_sq_um: 267
netlist-cell-type-count: 21
clock_insertion_delay_worst_skew_ns: 0.23
holdBufCountCts: 0
ys_chip_area_sq_um: 567
detailedPlace.worstSlack_ns: -0.0837
final-comb-area_sq_um: 269
largest_area_cell: "dfxtp_1"
synth_warnings: 1
cts_tree: "yes"
post-route-min-period_ns: 1.78
floorplan.io_pins: 8
max_incr_delay_on_cp_ns: 0.48
cts_htree_levels: 1
critPathCaptureType: "primary output"
worstPathBufferInverterCount: 1
maxClockFrequency_mhz: 562
final_hold_violations: 0
vias: 414
yosys.stat.seqShare: 0.470
pwr_density_cell_mw_per_mm2: 895
grt_max_degree: 8
wire_per_inst_um: 8.30
worst-slew-pin-transition_ns: 0.228
finalWeightedCongestion: 0.733
post-cts-setup-buffer-count: 0
fin_worst_skew_ns: 0.000320
port-buffer-count: 7
fin_tns_setup_ns: 0
first_pass_iters: 4
post_synth_most_frequent_cells: "nand2_1 (9), dfxtp_1 (8), ha_1 (7), inv_1 (6), nor2_1 (6)"
leakagePower_nw: 0.316
run_status: "complete, no violations"
drive_gt1_frac: 0.0870
die_w_um: 89
post_detailed_route_drc_marker_count: 0
cp_slowest_cell: "clkdlybuf4s50_1"
dpl.hpwl_um: 768
syn-mean-instance-area_sq_um: 9.61
detail_route.antenna_diodes: 0
worstSetupPathType: "reg -> out"
route.antenna.remaining_nets: 0
avgViaCountPerCell: 3.37
synthToLayoutAreaGrowth_pct: 32.2
finalClockPeriodUsage: 0.937
cell families (layout without fill, tap and decap cells):
family | Yosys count | after routing | synth area share
simple gates | 18 | 18 | 0.130
mux | 1 | 1 | 0.0177
buf+inv | 7 | 17 | 0.0596
flops | 12 | 12 | 0.470
compound gates | 11 | 11 | 0.121
fa+ha+maj | 7 | 7 | 0.155
xor+xnor | 3 | 3 | 0.0464
sequential cells by signal (all words and copies together), names as in the netlist:
register       cells
portSel            4
present_state      1
start              1
seq                3
currTime           3
layout by cell type, fill, tap and decap left out:
| cell | count |
|---|---|
| inv_1 | 6 |
| clkbuf_8 | 4 |
| ha_1 | 7 |
| mux2i_1 | 1 |
| a211oi_1 | 3 |
| dfrtp_1 | 2 |
| nand2_1 | 9 |
| dfstp_2 | 1 |
| clkdlybuf4s50_1 | 6 |
| and3_1 | 1 |
| a31oi_1 | 1 |
| dlygate4sd2_1 | 1 |
| nand3_1 | 1 |
| nor2b_2 | 1 |
| xnor2_1 | 2 |
| o21ai_1 | 2 |
| o21ai_0 | 1 |
| nor2_1 | 6 |
| a21oi_1 | 2 |
| a22oi_1 | 2 |
| edfxtp_1 | 1 |
| dfxtp_1 | 8 |
| xor2_1 | 1 |
final cells by class:
| cell class | count | share of cell area |
|---|---|---|
| repair buffers | 7 | 0.0918 |
| multi-input cells | 40 | 0.359 |
| inverters | 6 | 0.0301 |
| clock buffers | 4 | 0.0735 |
| flip-flops and latches | 12 | 0.356 |
| well taps | 54 | 0.0902 |
path summary, 6_finish.rpt:
check	start	end	slack, ns	depth (start not counted)
max	portSel[2]	valid	0.12	3
min	seq[8]	seq[7]	0.41	0
max reg2reg	currTime[0]	start	0.46	4
min reg2reg	seq[8]	seq[7]	0.41	0
max in group asynchronous	rst	seq[8]	1.24	2
min in group asynchronous	rst	seq[7]	0.45	2
power by group:
part	internal, mW	total [mW]	switching, mW
logic	0.0595	0.0975	0.0381
registers	0.280	0.302	0.0217
clock network	0.183	0.271	0.0886
total	0.523	0.671	0.148
worst reg2reg max path, cell delays in order (launching register included):
cell and delay, ns:
dfxtp_1 0.34, inv_1 0.06, ha_1 0.23, nand3_1 0.21, a211oi_1 0.30
layer usage:
metal  up-vias  share of wire  GRT usage  routed length (um)
li1        216              -          -                   -
met1       185           0.50     0.0369                 515
met2        11           0.38     0.0299                 388
met3         2          0.074    0.00826                  76
met4         0          0.040     0.0130                  41
met5         -              0          0                   0
through the flow:
step	total power, mW	hold slack [ns]	area (sq um)	util	std cells
3_3_place_gp	0.404	0.403	693	0.149	119
2_1_floorplan	0.357	0.133	567	-	59
5_1_grt	0.710	0.421	749	0.161	123
4_1_cts	0.684	0.413	749	0.161	123
6_report	0.671	0.412	749	0.161	123
3_5_place_dp	0.406	0.404	693	0.149	119
Power and IR drop assume default switching activity.
