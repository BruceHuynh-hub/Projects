[./run.sh]
#!/bin/bash
# OpenROAD 26Q1-2900-gdf79404cd8, Yosys 0.63+post, stock flow scripts
make -C /OpenROAD-flow-scripts/flow DESIGN_CONFIG=/design/flow/config.mk WORK_HOME=/design/flow/orfs finish
[./config.mk]
export PLATFORM = sky130hd
export DESIGN_NAME = moore_with_counter
export DESIGN_NICKNAME = moore_with_counter
export VERILOG_FILES = /design/flow/design.v
export SDC_FILE = /design/flow/constraint.sdc
export NUM_CORES = 4
export LEC_CHECK = 1
export CORE_AREA = 10 10 83 83
export DIE_AREA = 0 0 93 93
[./constraint.sdc]
current_design moore_with_counter

set clk_period 3.7
set clk_io_pct 0.2

create_clock -name clk0 -period $clk_period [get_ports {clk}]

set non_clock_inputs [all_inputs -no_clocks]
set_input_delay [expr $clk_period * $clk_io_pct] -clock clk0 $non_clock_inputs
set_output_delay [expr $clk_period * $clk_io_pct] -clock clk0 [all_outputs]
[./design.v]
module moore_with_counter(input j, clk, rst, output w);
	wire detector_en_to_counter;
	wire detector_init_to_counter;
	wire counter_clockout_to_detector;
	my_counter Counter32 (.clk (clk), .rst (rst), .en (detector_en_to_counter), .init (detector_init_to_counter), .co (counter_clockout_to_detector));
	sequence_detector SequenceD (.j (j), .clk (clk), .rst (rst), .co (counter_clockout_to_detector), .w (w), .init (detector_init_to_counter), .en (detector_en_to_counter));
endmodule
module moore_with_counter_test_fixed;
	reg j, clk, rst;
	wire w;
	moore_with_counter uut (j, clk, rst, w);
	initial begin
		clk = 1'b1; rst = 1'b1; j = 1'b1;
	end
	initial #5 rst = 1'b0;
	always #30 clk = ~clk;
	always begin 
	j = 1'b1; #60; j = 1'b0; #60; j = 1'b1; #60; j = 1'b1; #60; j = 1'b0; #60;
	end
endmodule
module moore_with_counter_test_rdm;
	reg j, clk, rst, co;
	wire w;
	moore_with_counter uut (j, clk, rst, w);
	initial begin
		clk = 1'b1; rst = 1'b1; j = 1'b0;
	end
	initial #25 rst = 1'b0;
	always #30 clk = ~clk;
	always #15 j = $random;
endmodule
module my_counter (input clk, rst, en, init, output co);
reg [5:0] current;
reg pulse;
always @ (posedge clk) begin
	if (init)
		pulse = 1'b1;
	if (current == 6'b100000)
		pulse = 1'b0;
end
always @ (posedge clk) begin
	if (rst || current == 6'b100000)
		current <= 6'b000000;
	else if (en && pulse)
		current = current + 1'b1;
end
assign co = (current == 6'b100000) ? 1 : 0;
endmodule
module my_counter_test;
	reg clk, rst, en, init;
	reg current, pulse;
	wire co;
	my_counter uut (clk, rst, en, init, co);
	initial begin
	clk = 1'b0;
	rst <= 1'b1;
	#5 rst <= 1'b0;
	#10 en <= 1'b1;
	init = 1'b1;
	end
	always @ (posedge clk) begin
	#20 init = 1'b0;
	#2000;
	#20 init = 1'b1;
	#20 init = 1'b0;
	end
always #5 clk = ~clk;
endmodule
module sequence_detector(input j, clk, rst, co, output w, init, en);
	parameter [4:0] reset = 3'b000, got1 = 3'b001, got10 = 3'b010, got101 = 3'b011, got1011 = 3'b100, got10110 = 3'b101;
	reg[4:0] pres_state, next_state;
	reg[7:0] firsttime;
	reg pulse, outputon;
	initial firsttime = 0;
	always @ (posedge clk) begin
		firsttime = firsttime + 1;
		if (co == 1 || firsttime == 1) begin
			pulse = 1;
			outputon = 0;
			end
		if (next_state == got10110) begin
			pulse = 0;
			outputon = 1;
			end
		if (firsttime == 8'b11111111)
			firsttime = 8'b00000010;
	end
	always @ (pres_state or j) begin : combinational
	next_state = 0;
	if (pulse == 1) begin
		case (pres_state)
			reset: begin
			if (j == 1'b1)
			next_state = got1;
			else
			next_state = reset;
			end
			got1: begin
			if (j == 1'b0)
			next_state = got10;
			else
			next_state = got1;
			end
			got10: begin
			if (j == 1)
			next_state = got101;
			else
			next_state = reset;
			end
			got101: begin
			if (j == 1)
			next_state = got1011;
			else
			next_state = got10;
			end
			got1011: begin
			if (j == 0)
			next_state = got10110;
			else
			next_state = got1;
			end
			got10110: begin
			if (j == 0)
			next_state = reset;
			else
			next_state = got101;
			end
			default next_state = reset;
		endcase
	end
	end
	always @ (posedge clk or posedge rst) begin
		if (rst)
			pres_state <= reset;
		else
			pres_state <= next_state;
	end
	assign w = outputon;
	assign init = (pres_state == got10110) ? 1 : 0;
	assign en = w;
endmodule
module sequence_detector_test_rdm;
	reg j, clk, rst, co;
	wire w, init, en;
	sequence_detector uut (j, clk, rst, co, w, init, en);
	initial begin
		co = 1'b1; clk = 1'b1; rst = 1'b1; j = 1'b0;
	end
	initial #25 rst = 1'b0;
	initial #10 co = 1'b0;
	always #30 clk = ~clk;
	always #15 j = $random;
endmodule
module sequence_detector_test_fixed;
	reg j, clk, rst, co;
	wire w, init, en;
	sequence_detector uut (j, clk, rst, co, w, init, en);
	initial begin
		co = 1'b1; clk = 1'b1; rst = 1'b1; j = 1'b1;
	end
	initial #5 rst = 1'b0;
	initial #5 co = 1'b0;
	always #30 clk = ~clk;
	always begin 
	j = 1'b1; #60; j = 1'b0; #60; j = 1'b1; #60; j = 1'b1; #60; j = 1'b0; #60; #1200; co = 1'b1; #2; co = 1'b0;
	end
endmodule
==> notes.md <==
Implementation numbers.

- The flow ran to the end, and the final reports show no timing, DRC or antenna violations.
- The final tally of setup violations is 0.
- The count of instantiated cells in the yosys netlist reads 109.
- The share of synthesized cell area in full adder, half adder and majority cells is 6.11%.
- The summed standard-cell area reported by yosys is just over 1000 um2.
- Setup repair after global routing left no endpoint under its margin.
- The cell at the root of the clock tree reads sky130_fd_sc_hd__clkbuf_8.
- The number of gates given a new drive strength after cts reads 0.
- The number of global-route vias before repair came to 675.
- The sum of buffers and inverters on the critical path is 0.
- Global route summary, busiest routing layer listed as met2.
- For reference, the most critical setup path is categorized as register to register.
- The global-route wire length before repair reads around 2900 um.
- Summed over all cells, the static leakage comes to approximately 0.50 nW.
- The number of port buffers reads 3.
- After floorplanning, the core was sized to cover 5140 um2.
- The synthesized area per cell reads 9.40 um2.
- The number of maximum-capacitance constraint violations is 0.
- The antenna diode count is 0.
- In the synthesized netlist, mux cells make up 0.977% of the area.
- The total iterations of the first detailed-routing run reads 4.
- The sequential share of the synthesized area is 48.0%.
- According to the I/O placement log, the pin count is 4.
- The largest non-sequential cell family by area is simple AND/OR/NAND/NOR gates.
- Looking at the post-CTS report, the setup buffer insertion count equals 0.
- The total negative setup slack is 0 ns.
- The kind of end point of the critical path is a register.
- The total number of yosys warnings reads 2.
- For this run, the slowest stage of the critical path takes between 0.4 and 0.5 ns.
- TritonCTS built the clock tree.
- Global routing consumed, on the met1 layer, 5.01% of the routing resources.
- For reference, the final report shows the max-slew violation count at 0.
- The met3 usage in global routing is 1.78%.
- The maximum clock skew at final layout is 0.00249 ns.
- The gate count after technology mapping reads approximately 110.
- The timing report shows that the slowest cell on the worst path is sky130_fd_sc_hd__dfxtp_1.
- In this run the full chip footprint comes out at about 8600 um2.
- The data arrival time of the critical path reads 2.09 ns.
- The family with the most delay on the worst path reads simple AND/OR/NAND/NOR gates.
- The number of clock sinks reads 23.
- The routed wire length per instance is 8.75 um.
- The placement summary gives the final routability congestion estimate as 0.791.
- In the finished design, the share of the clock period the worst path needs comes to roughly 53%.
- Synthesis instantiated 32 different standard cells from the library.
- The height of the die is approximately 93 um.
- The final HPWL from detailed placement reads 1210 um.
- Of the total synthesized cell area, the portion taken by AND-OR and OR-AND cells is 6.59%.
- The clock slew seen by the registers of the worst setup and hold paths is 0.08 ns.
- The stage-log warning count is 28.
- The total placed instance area reads 1140 um2.
- The cell sequence reported for the critical path is ha_1, xor2_1, nand4_1, nor3_1, nor2b_1, nor2_1.
- Across all layers, the routed design uses 714 vias.
- The starting utilization of the core area is 19.9%.
- The hold buffer count at CTS is 0.
- Once detail routing completed, the nets flagged for antenna violations numbered 0.
- The flop and latch count out of synthesis is 23.
- The area fraction in and, or, nand and nor cells reads around a quarter.
- From left edge to right edge, the die measures 93 um.
- The number of vias per cell after detailed routing reads ~3.9.
- After global routing the overflow that remains totals 0.
- The layout cell share with drive strength beyond 1 reads 6.96%.
- Compared with the post-synthesis result, the final layout area differs by 15.6%.
- The worst voltage drop across the vdd grid reads 0.000150 V.
- The tightest slew margin relative to the limit reads 72.2%.
- The transition time recorded at the tightest slew-check pin is 0.416 ns.
- Among logic cells in the layout, the one with the most instances is sky130_fd_sc_hd__nor2_1.
- The endpoint required time on the critical path is 3.84 ns.
- In the global route stage, overall resource usage came out at under 10%.
- Per the cell usage report, the commonest logic cells after layout are sky130_fd_sc_hd__nor2_1 (19), sky130_fd_sc_hd__dfxtp_1 (17), sky130_fd_sc_hd__nand2_1 (9), sky130_fd_sc_hd__xor2_1 (9), sky130_fd_sc_hd__inv_1 (6).
- The xor-xnor portion of the synthesized cell area reads 9.40%.
- Including well taps, the total number of placed cells is around 180.
- The final instance count without filler cells reads ~190.
- The type of the tightest min-delay check is register to register.
- The number of hold-slack violations in the final timing report is 0.
- For this run, design rule violations remaining after detail routing come to 0.
- The maximum clock path buffer count is 2.
- The post-detailed-routing wire length reads 1620 um.
- Of all nets on the critical path, the largest fanout is 7.
- The number of rows in the core area reads 26.
- The starting DRC count in detailed routing reads 27.
- The clock insertion delay at the later pin of the skew report reads 0.26 ns.
- The pin count of the biggest net entering global routing reads 14.
- The worst path needs between 1.5 and 2 ns of the cycle, external delays included.
- TritonCTS created 3 clock buffers.
- The maximum level of the CTS H-tree reads 1.
- The final report gives the standard cell area, fillers excluded, as 1180 um2.
- Routing resource usage on met2 recorded by global route was 6.19%.
- The power density normalized to cell area is 341 nW/um2.
- The maximum clock rate reads 513 MHz.
- The type of origin of the critical path reads a register.
- The combined area of all synthesized cells reads 1020 um2.
- The number of antenna violations at the first check in global routing reads 0.
[layout make-up]
class | count | area (um2)
Clock buffer | 3 | 41.3
Clock inverter | 1 | 5.00
Fill cell | 593 | 3960
Inverter | 6 | 22.5
Multi-Input combinational cell | 79 | 507
Sequential cell | 23 | 492
Tap cell | 70 | 87.6
Timing Repair Buffer | 3 | 30.0
[stage by stage]
step	hold slack, ns	setup slack, ns	power [mW]	util, %
3_5_place_dp	0.452	1.50	0.259	22.2
6_report	0.466	1.75	0.404	23.1
2_1_floorplan	0.410	2.04	0.256	-
5_1_grt	0.500	1.49	0.422	23.1
4_1_cts	0.471	1.73	0.414	23.1
3_3_place_gp	0.447	1.52	0.259	22.2
[synth_stat cells (all sizes together)]
library cell	count	share of area, %
a211oi	2	1.5
a21boi	1	0.73
and2	2	1.2
and3	1	0.61
and3b	1	0.85
and4	3	2.8
clkbuf	1	0.37
dfrtp	5	12
dfstp	1	2.6
dfxtp	17	33
ha	5	6.1
inv	6	2.2
mux2i	1	0.98
nand2	9	3.3
nand3	2	0.98
nand4	3	1.8
nor2	19	7.0
nor2b	2	1.2
nor3	5	2.4
nor3b	1	0.73
nor4b	1	0.85
o211ai	1	0.73
o21a	1	0.73
o21ai	2	0.98
o31a	1	0.85
o41a	1	1.1
or2	3	1.8
or4	1	0.73
xnor2	2	1.7
xor2	9	7.7
[where the power goes]
part | switching, mW | leakage (nW) | internal, mW | total (mW)
Combinational | 0.00290 | 0.253 | 0.00203 | 0.00492
Clock | 0.0753 | 0.0255 | 0.0750 | 0.150
Sequential | 0 | 0.217 | 0.248 | 0.248
Total | 0.0782 | 0.496 | 0.325 | 0.404
[worst min-delay path: cells and delay by family (launching register included)]
family / cells / cell delay (ns)
flip-flops: 1 / 0.33
AND/OR/NAND/NOR: 2 / 0.11
[per-layer routing]
metal / part of all wire [%] / wire length (um)
met5: 0 / 0
met4: 0.68 / 11
met3: 6.2 / 100
met2: 40 / 646
met1: 53 / 858
[final timing paths]
path,startpoint,end,slack [ns],depth (start not counted)
min in group asynchronous,rst,SequenceD.pres_state[2]$_DFF_PP0_,0.70,2
max in group asynchronous,rst,SequenceD.pres_state[0]$_DFF_PP1_,2.74,2
worst max register to register,SequenceD.firsttime[0]$_SDFF_PN0_,SequenceD.firsttime[6]$_SDFF_PN0_,1.75,6
worst min register to register,Counter32.pulse$_SDFFE_PP0P_,Counter32.pulse$_SDFFE_PP0P_,0.47,2
worst max-delay path,SequenceD.firsttime[0]$_SDFF_PN0_,SequenceD.firsttime[6]$_SDFF_PN0_,1.75,6
worst min-delay path,Counter32.pulse$_SDFFE_PP0P_,Counter32.pulse$_SDFFE_PP0P_,0.47,2
[logic make-up (layout without fill, tap and decap cells)]
logic type / after synthesis / count (layout)
and+or+nand+nor: 53 / 53
muxes: 1 / 1
AOI/OAI and AO/OA: 9 / 9
xor gates and xnor gates: 11 / 11
buffers and inverters: 7 / 13
DFF: 23 / 23
adders and majority gates: 5 / 5
[state kept, by name (all words and copies together), names as in the netlist]
register	flops
SequenceD.pres_state	6
SequenceD.outputon	1
SequenceD.firsttime	8
SequenceD.pulse	1
Counter32.pulse	1
Counter32.current	6
Power and IR drop assume default switching activity.
